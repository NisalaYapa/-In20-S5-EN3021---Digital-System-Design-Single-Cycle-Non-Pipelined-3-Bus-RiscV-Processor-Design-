<file path="/design/flow/config.mk">
export PLATFORM = sky130hd
export DESIGN_NAME = Registerfile
export DESIGN_NICKNAME = Registerfile
export VERILOG_FILES = /design/flow/design.v
export SDC_FILE = /design/flow/constraint.sdc
export NUM_CORES = 4
export LEC_CHECK = 1
export CORE_UTILIZATION = 40
</file>
<file path="/design/flow/constraint.sdc">
current_design Registerfile

set clk_period 7.4
set clk_io_pct 0.2

create_clock -name clk0 -period $clk_period [get_ports {clk}]

set non_clock_inputs [all_inputs -no_clocks]
set_input_delay [expr $clk_period * $clk_io_pct] -clock clk0 $non_clock_inputs
set_output_delay [expr $clk_period * $clk_io_pct] -clock clk0 [all_outputs]
</file>
<file path="/design/flow/design.v">
module Registerfile #(parameter Width = 32)(
	input clk,
	input RegWrite,
	input [4:0] R1, 
	input [4:0] R2, 
	input [4:0] W1,
	input [Width-1:0] WD1,
	output [Width-1:0] RD1,
	output [Width-1:0] RD2);
	integer i;    
	reg [Width-1:0] Register [Width-1:0];  
	initial
		begin
			for( i = 0; i<32; i = i+1)    
				begin
					Register[i] = i;
				end
		end 
	always @(posedge clk)
		begin
			if(RegWrite)   
				Register[W1] <= WD1;
		end
	assign RD1 = (R1 != 0) ? Register[R1] : 0;
	assign RD2 = (R2 != 0) ? Register[R2] : 0;
endmodule
</file>
<file path="/design/flow/run.sh">
#!/bin/bash
# OpenROAD 26Q1-2900-gdf79404cd8, Yosys 0.63+post, stock flow scripts
make -C /OpenROAD-flow-scripts/flow DESIGN_CONFIG=/design/flow/config.mk WORK_HOME=/design/flow/orfs finish
</file>
==> impl_metrics.csv <==
group,metric,value,unit
timing,layout_min_cycle_time,6.77,ns
timing,worst_slack,0.632,ns
floorplan,io_pins,113,
floorplan,chipArea,119000,um^2
synth,ff_type,"edfxtp_1",
pwr,p_leak,0.0172,uW
clock_tree,clock_sinks,1024,
worst_hold_path,min_to,"Register[9][27]",
pwr,power_density,242,nW/um^2
route,antenna_left,0,
cells_and_area,largest_reg_flops,1024,
worst_setup_path,crit_fanout,19,
clock_tree,cts_setup_buffers,0,
placed_design,dp.cells,3971,
timing,finalCritPeriodShare,0.915,
timing,slew_headroom,0.190,
cells_and_area,fin_cells,4159,
clock_tree,htree_levels,3,
synth,top_area_cell,"edfxtp_1",
synth,ys_cells,2400,
floorplan,fp-row-count,125,
synth,most_common_cell,"edfxtp_1",
placed_design,dpl.hpwl,89700,um
synth,netlist_top_cells_count,"1,024 x edfxtp_1, 425 x mux4_2, 183 x mux2i_1",
grt,antenna_found_initial,5,
route,wirelength,150000,um
worst_setup_path,worstSetupPathType,"in -> out",
timing,slew_viol_final,0,
clock_tree,clock_path_buffers,3,
worst_setup_path,worstPathArrival,5.29,ns
synth,synth_area,47000,um^2
worst_setup_path,critPathLaunchType,"primary input",
floorplan,fp_util,0.404,
synth,top_cells_by_area,"edfxtp_1 65%, mux4_2 20%, mux2i_1 3.9%",
pwr,vdd_drop_max,205,uV
clock_tree,tritoncts,"done",
floorplan,core,116000,um^2
synth,ys_seq_share,0.655,
route,drcViolationCount,0,
synth,ys_area,47000,um^2
clock_tree,holdBufCountCts,0,
worst_hold_path,hold_start,"WD1[27]",
cells_and_area,final_cell_area,54000,um^2
clock_tree,cts_buffers,103,
synth,synth.top_cell.area_share,0.655,
synth,synth_area_per_cell,19.6,um^2
clock_tree,clk_pin_slew,0.06,ns
clock_tree,cts_resized,0,
grt,grt_pass1_wl,210000,um
cells_and_area,top_regs,"Register (1024)",
cells_and_area,top_register,"Register",
worst_setup_path,critPathCaptureType,"output port",
timing,finalSetupTns,0,ns
route,drtIter0Drc,1656,
timing,worst_pin_slew,1.21,ns
timing,hold_viol,0,
timing,rsz0062_at_grt,"no",
placed_design,dp_worst_setup_slack,0.678,ns
placed_design,gp_congestion,0.905,
grt,track_usage,0.280,
placed_design,port_buffers,112,
cells_and_area,areaGrowthSynthToFinish,15.0,%
timing,setup_viol,0,
route,via_per_inst,6.41,
synth,async_reset_ff_frac,0,
status,status,"finished clean",
route,wl_per_cell,36.0,um
worst_hold_path,hold_path_class,"in -> reg",
cells_and_area,drive_gt1_frac,0.297,
floorplan,die_w,345,um
synth,synth-edff-count,1024,
synth,ys_ff,1024,
synth,synth_cell_type_count,40,
grt,grt_pass1_vias,29700,
route,drtPass1Iterations,8,
run,maxCapViolCount,0,
worst_setup_path,critPathRequiredTime,5.92,ns
worst_hold_path,min_path_cells,2,
timing,timing.fmax,148,MHz
synth,yosysWarnings,1,
clock_tree,root_buffer,"clkbuf_16",
route,vias,26700,
grt,grt_max_degree,74,
synth,syn-instance-count,2400,
run,tool_warnings,26,
floorplan,die_h,345,um
placed_design,post_dp_cell_area,50500,um^2
grt,gr-total-overflow,0,
==> report_power, final <==
part	internal [uW]	switching (uW)	total [uW]
clock	3190	2230	5430
combinational	505	683	1190
sequential	6460	28.3	6480
==> worst max-delay path, cell delays in order <==
cell and delay [ns]:
clkdlybuf4s50_1 0.72, or3_2 0.86, buf_4 0.35, o22ai_1 0.14, a2111oi_0 0.08, nor3_1 0.99
clkdlybuf4s50_1 0.64
==> per-layer routing <==
metal,vias up,share of wire,track usage
met2,2172,0.47,0.415
met3,329,0.20,0.245
met5,-,0.0054,0.0465
met1,13400,0.29,0.292
li1,10700,-,-
met4,24,0.033,0.0716
==> area by class of cell <==
cell class | instances | area (um^2)
clock inverter | 68 | 843
antenna | 1 | 2.50
clock buffer | 119 | 2680
sequential | 1024 | 30700
fill | 9302 | 62300
inverter | 25 | 96.3
multi-input combinational | 1150 | 15400
tap | 1524 | 1910
timing repair buffer | 248 | 2330
==> worst max-delay path by stage <==
| stage | from | end | slack, ns | cells after the start |
|---|---|---|---|---|
| 6_report | R2[3] | RD2[28] | 0.63 | 7 |
| 4_1_cts | R2[3] | RD2[28] | 0.68 | 7 |
| 5_1_grt | R2[3] | RD2[28] | 0.51 | 7 |
==> cell usage in the layout, fill, tap and decap left out, types with 5 or more instances in the layout <==
master              n
edfxtp_1         1024
mux4_2            425
mux2i_1           183
buf_4             124
clkbuf_16         105
clkdlybuf4s50_1   105
nand2_1            64
a22o_1             62
o22ai_1            55
a211oi_1           47
a21oi_1            46
nor2_4             33
nor3_1             32
o221ai_1           31
a2111oi_0          31
inv_1              24
a221oi_1           23
a211o_1            23
clkinv_2           23
mux2_1             19
bufinv_16          17
clkbuf_1           14
buf_12             14
clkinv_1           13
and2_1             12
a32o_1              9
nor4_1              9
nand3b_1            7
clkinvlp_4          7
mux2_2              5
nor2b_1             5
==> logic make-up after synthesis <==
group                  synth area share
flip-flops                        0.655
multiplexers                      0.249
AND-OR/OR-AND                    0.0541
buffers and inverters            0.0231
AND/OR/NAND/NOR                  0.0194
==> through the flow <==
| stage | hold slack, ns | utilization | power, uW |
|---|---|---|---|
| floorplan | 1.58 | - | 7220 |
| global placement | 2.31 | 0.434 | 7770 |
| detailed placement | 2.32 | 0.434 | 7780 |
| CTS | 1.59 | 0.464 | 13100 |
| global route | 1.63 | 0.464 | 13400 |
| finish | 1.61 | 0.464 | 13100 |
No activity file was given, so power comes from the tool's default toggle rates.

===== flow/config.mk =====
export PLATFORM = sky130hd
export DESIGN_NAME = instructionmemory
export DESIGN_NICKNAME = instructionmemory
export VERILOG_FILES = /design/flow/design.v
export SDC_FILE = /design/flow/constraint.sdc
export NUM_CORES = 4
export LEC_CHECK = 1
export CORE_UTILIZATION = 50
export SYNTH_HDL_FRONTEND = slang
export SYNTH_MEMORY_MAX_BITS = 65536

===== flow/constraint.sdc =====
current_design instructionmemory

set clk_period 4.5
set clk_io_pct 0.2

create_clock -name clk0 -period $clk_period [get_ports {clk}]

set non_clock_inputs [all_inputs -no_clocks]
set_input_delay [expr $clk_period * $clk_io_pct] -clock clk0 $non_clock_inputs
set_output_delay [expr $clk_period * $clk_io_pct] -clock clk0 [all_outputs]

===== flow/design.v =====
module instructionmemory #(parameter Width = 32)(
    input clk,
    input [Width-1:0] address,
	 input MemCopy1,
	 input mul,
    output [Width-1:0] RD
    );
	reg [Width-1:0] mem1[511:0];
	reg MemEn;
	reg [31:0] tempRD;
	initial
	begin
	MemEn = 0;
	tempRD = mem1[0];
	mem1[0] = 32'b00000000110100011000001010000011;		        
	mem1[4] = 32'b00000000001000010000001000010011;       	  
	mem1[8] = 32'b00000000010100100000001010110011;     
   mem1[12] = 32'b01000000010100100000001010110011;    
	mem1[16] = 32'b00000000010100100000001010110011;    
		mem1[20] = 32'b00000000011000011100001010110011;   
		mem1[24] = 32'b00000000000100101101001100110011;   
		mem1[28] = 32'b01000000011000001101001010110011;   
		mem1[32] = 32'b00000000001100001110001110110011;   
		mem1[36] = 32'b00000000001000011111000010110011;   
		mem1[40] = 32'b00000000001100010000001000010011;       	 
		mem1[44] = 32'b00000000001100011010001000010011;			 
		mem1[48] = 32'b00000000001100110011001000010011;			 
		mem1[52] = 32'b00000000001101010100001000010011;			 
		mem1[56] = 32'b00000000001100010110001000010011;			 
		mem1[60] = 32'b00000000001100110111001000010011;			 
		mem1[64] = 32'b00000000001100011001001000010011;			 
		mem1[68] = 32'b00000000001101000101001000010011;			 
		mem1[72] = 32'b01000000001100010101001000010011;			 
		mem1[76] = 32'b00000010001100100000001110100011;		 
		mem1[80] = 32'b00000100001000100001001110100011;		 
		mem1[84] = 32'b00000110011000100010001110100011;		 
		mem1[88] = 32'b00000110000100001000000011100011;		 
		mem1[92] = 32'b00000110000100011000000011100011;		 
		mem1[96] = 32'b00000110000100001001000011100011;		 
		mem1[100] = 32'b00000110000100011001000011100011;		 
		mem1[104] = 32'b00000110000100001100000011100011;		 
		mem1[108] = 32'b00000110000100011100000011100011;		 
		mem1[112] = 32'b00000110000100001101000011100011;		 
		mem1[116] = 32'b00000110000100011101000011100011;		 
		mem1[120] = 32'b00000110000100001110000011100011;		 
		mem1[124] = 32'b00000110000100011110000011100011;		 
		mem1[128] = 32'b00000110000100001111000011100011;		 
		mem1[132] = 32'b00000110000100011111000011100011;		 
		mem1[136] = 32'b00000000110100011000001010000011;		 
		mem1[140] = 32'b00000000110100111001001010000011;		 
		mem1[144] = 32'b00000000110100001010001010000011;		 
		mem1[148] = 32'b00000000110100010100001010000011;		 
		mem1[152] = 32'b00000000110101001101001010000011;		 
	end
	always @(MemCopy1) begin
			if(MemCopy1 == 1)
				MemEn = 1;
			if(MemCopy1 == 0)
				MemEn = 0;
		end
	always @(posedge clk) begin
		if(MemEn == 0)
			begin
				tempRD <= mem1[address];      
			end
		else
			begin
				if(mul == 1)
					begin
						tempRD <= RD;          
					end 
				else
					begin
						tempRD <= RD +32'b00000000000100000000000010000000;     
					end
			end
	end
	assign RD = tempRD;
endmodule

===== flow/run.sh =====
#!/bin/bash
# OpenROAD 26Q1-2900-gdf79404cd8, Yosys 0.63+post, stock flow scripts
make -C /OpenROAD-flow-scripts/flow DESIGN_CONFIG=/design/flow/config.mk WORK_HOME=/design/flow/orfs finish

==> summary.rpt <==
==== FLOW RESULTS ====
----------------------------------------------------
[Status]
  Status ........................ complete, no violations

[Clocking]
  Cts bufs inserted ........................ 3
  Deepest level of the CTS H-tree ........................ 1
  CTS tree ........................ done
  Hold buffers post-CTS ........................ 0
  Later-pin clock latency in the skew report ........................ 0.27 ns
  Clock sink count ........................ 28
  Post-CTS setup buffers ........................ 0
  Maximum buffer depth of the clock tree ........................ 2
  Clock slew at reported path FFs ........................ 0.10 ns
  Library cell used as clock root buffer ........................ clkbuf_8
  Number of instances resized during post-cts repair ........................ 0

[Layout]
  Share of cells above drive strength 1 ........................ 8.04%
  Filler cells ........................ 391
  Number of flip-flops under the largest register name ........................ 28
  Layout overhead on the synthesized area ........................ 18.1%
  Share of the core filled with cells in the final layout ........................ 62.1%
  Combined area of the multi-input logic cells ........................ 1340 um2
  Footprint of the flip-flops and latches ........................ 841 um2

[Yosys]
  Yosys-reported design area after synthesis ........................ 2300 um2
  Mapped Cells ........................ 260
  Yosys warning tally ........................ 0
  Fraction of the yosys area taken by sequential cells ........................ 36.5%
  Number of enable flip-flop cells ........................ 28
  Post-synthesis instance area ........................ 2300 um2
  Top FF cell, synth ........................ edfxtp_1
  Ranking of synthesized cells by area ........................ edfxtp_1 37%, xnor2_1 6.5%, a21oi_1 5.0%
  Top-area cell type share of the netlist area ........................ 36.5%
  Share of async-settable or async-resettable flops after synthesis ........................ 0%
  Number of unique standard cell types used by synthesis ........................ 49
  Most numerous cell in the Yosys netlist ........................ edfxtp_1
  Synth Register Bits ........................ 28
  Cell count listed in synth_stat.txt ........................ 260
  Post-Synthesis Mean Instance Area ........................ 8.86 um2
  Post-synthesis cell type with the largest combined area ........................ edfxtp_1
  Synth cell count leaders ........................ 28 x edfxtp_1, 23 x a21oi_1, 21 x nor2_1, 21 x o21ai_0, 20 x nand2_1

[Power and ir drop]
  Switching portion of total power ........................ 29.0%
  Share of power burned in registers ........................ 51.1%
  Power density over cell area ........................ 255 nW/um2
  Peak supply drop ........................ 0.149 mV
  Leakage ........................ 0.950 nW
  Design internal power ........................ 0.492 mW
  Switching power of the nets ........................ 0.201 mW
  Fraction of power consumed by combinational cells ........................ 28.7%
  Clock power frac ........................ 20.2%

[Routing]
  Number of DRC markers after the initial detailed-route iteration ........................ 78
  Routed wire length on met2 ........................ 2440 um
  Total via count in the routed design ........................ 1952
  Final antenna diode count ........................ 0
  Detail-routed via count per cell ........................ 5.78
  Detailed Routing Iterations Pass 1 ........................ 4
  Antenna-violating nets left ........................ 0
  Met1 routed wirelength after detailed routing ........................ 2580 um
  Routed wire length ........................ 5250 um
  Detail Route met3 WL ........................ 204 um
  Post-detailed-route DRC marker count ........................ 0
  DR top layer ........................ met4
  Final routed wire length divided by cell count ........................ 15.5 um

[Timing]
  Unrepaired setup endpoints after global routing ........................ false
  Fmax ........................ 0.333 GHz
  # setup viols final ........................ 0
  Final Slew Violations ........................ 0
  Setup_tns ........................ 0 ns
  Max-slew headroom at the worst pin ........................ 43.7%
  Final clock period utilization by the worst path ........................ 66.8%
  Final min period ........................ 3.01 ns
  Final hold vios ........................ 0
  Clk_skew ........................ 0.00591 ns
  Slew of the pin with the lowest slew margin ........................ 0.842 ns

[GRT]
  Antenna violations before repair ........................ 0
  Largest net degree at the start of global routing ........................ 34
  Wire length of the first global-routing pass ........................ 8730 um
  Global-route total usage across every layer ........................ 23.1%
  Number of global-route vias before repair ........................ 1759
  Gr ovfl total ........................ 0

[Hold path]
  Hold Crit Class ........................ reg -> reg
  Hold wc startpoint ........................ RD[31]
  Worst Hold Endpoint ........................ RD[31]
  Cell depth of the worst hold path ........................ 2

[Die]
  IO Count ........................ 67
  Die area ........................ 4880 um2
  Initial Util ........................ 52.5%
  Die height ........................ 69.9 um
  Floorplan core area ........................ 4380 um2
  Number of rows created at floorplan ........................ 24
  Floorplan die width ........................ 69.9 um

[Setup path]
  Slowest cell on the critical path ........................ clkdlybuf4s50_1
  Largest fanout on the critical path ........................ 14
  Family of cells with the greatest summed delay on the critical path ........................ buffers and inverters
  CP Buf/Inv Count ........................ 2
  Setup slack of the most critical reg-to-reg path ........................ 2.55 ns
  Critical Setup Path Class ........................ in -> reg
  Chain of cells forming the critical path ........................ clkdlybuf4s50_1 > inv_1 > ha_1 > nor2b_1 > a21oi_1 > a2111oi_0 > o32a_1
  Arrival time at the worst endpoint ........................ 3.04 ns
  Depth of the worst register-to-register path ........................ 6
  Critical register-to-register path startpoint ........................ RD[7]
  Destination of the worst register-to-register timing path ........................ RD[31]
  Data required time at the worst endpoint ........................ 4.54 ns
  Crit path largest cell delay ........................ 0.80 ns
  Endpoint class of the critical path ........................ register
  Kind of start point of the critical path ........................ primary input

[Place]
  Post-DP HPWL ........................ 3560 um
  PortBufs ........................ 36
  Placer's final routability congestion estimate ........................ 0.906

[Job]
  Max-cap viol count ........................ 0
  Count of warning messages emitted by the tools ........................ 59

----------------------------------------------------
[worst max path at each step]
stage | from | to | slack, ns | cells past startpoint
global route | address[3] | RD[12] | 1.27 | 7
finish | address[3] | RD[12] | 1.49 | 7
CTS | address[3] | RD[12] | 1.54 | 7
[cell families (layout without fill, tap and decap cells)]
| group | Yosys count | after routing | share of synthesized area (%) |
|---|---|---|---|
| AND/OR/NAND/NOR | 92 | 92 | 21.7 |
| AND-OR/OR-AND | 75 | 75 | 21.7 |
| buffers and inverters | 30 | 54 | 5.70 |
| flip-flops | 28 | 28 | 36.5 |
| XOR/XNOR | 23 | 23 | 8.75 |
| adder cells (fa/ha/maj) | 9 | 9 | 4.89 |
| other | 2 | 4 | 0.326 |
| multiplexers | 1 | 1 | 0.435 |
[layer usage]
metal / GRT usage [%] / vias to the layer above
li1: - / 1003
met5: 0 / -
met3: 2.48 / 2
met1: 39.3 / 898
met4: 1.56 / 0
met2: 35.5 / 49
[tightest hold or removal path: cells and delay by family (launching register included)]
family	cells	cell delay, ns
xor+xnor	1	0.08
simple gates	1	0.08
flops	1	0.38
[cell type report]
type,instances,area share [%]
Clock buffer,3,1.52
Clock inverter,1,0.138
Inverter,9,1.24
Multi-Input combinational cell,204,49.2
Sequential cell,28,30.9
Tap cell,52,2.39
Timing Repair Buffer,41,14.6
[placed cells by master, fill, tap and decap left out, types with 7 or more instances in the layout]
cell type	netlist	layout
nor2_1	21	21
nand3_1	9	9
a21oi_1	23	23
ha_1	9	9
xnor2_1	17	17
nor3_1	9	9
edfxtp_1	28	28
clkdlybuf4s50_1	0	36
o21ai_0	21	21
nand2_1	20	20
inv_1	7	7
[stage by stage]
| stage | hold WS (ns) | total power [mW] | cells | setup WS [ns] | cell area [um2] |
|---|---|---|---|---|---|
| 4_1_cts | 0.651 | 0.698 | 338 | 1.54 | 2720 |
| 3_5_place_dp | 0.623 | 0.560 | 334 | 1.25 | 2680 |
| 5_1_grt | 0.685 | 0.737 | 338 | 1.27 | 2720 |
| 2_1_floorplan | 0.561 | 0.470 | 262 | 2.03 | 2310 |
| 6_report | 0.647 | 0.694 | 338 | 1.49 | 2720 |
| 3_3_place_gp | 0.604 | 0.559 | 334 | 1.21 | 2680 |
[power by group through the flow]
stage / combinational, mW / sequential [mW] / clock [mW]
finish: 0.199 / 0.355 / 0.140
global route: 0.222 / 0.360 / 0.155
CTS: 0.200 / 0.355 / 0.143
Power and IR drop assume default switching activity.
